File: /design/flow/config.mk
export PLATFORM = sky130hd
export DESIGN_NAME = LASER
export DESIGN_NICKNAME = LASER
export VERILOG_FILES = /design/flow/design.v
export SDC_FILE = /design/flow/constraint.sdc
export NUM_CORES = 4
export LEC_CHECK = 1
export CORE_UTILIZATION = 30
File: /design/flow/run.sh
#!/bin/bash
# OpenROAD 26Q1-2900-gdf79404cd8, Yosys 0.63+post, stock flow scripts
make -C /OpenROAD-flow-scripts/flow DESIGN_CONFIG=/design/flow/config.mk WORK_HOME=/design/flow/orfs finish
File: /design/flow/constraint.sdc
current_design LASER

set clk_period 22.1
set clk_io_pct 0.2

create_clock -name clk0 -period $clk_period [get_ports {CLK}]

set non_clock_inputs [all_inputs -no_clocks]
set_input_delay [expr $clk_period * $clk_io_pct] -clock clk0 $non_clock_inputs
set_output_delay [expr $clk_period * $clk_io_pct] -clock clk0 [all_outputs]
File: /design/flow/design.v
module LASER (
    input CLK,
    input RST,
    input  [3:0] X,
    input  [3:0] Y,
    output reg [3:0] C1X,
    output reg [3:0] C1Y,
    output reg [3:0] C2X,
    output reg [3:0] C2Y,
    output reg DONE
);
reg [2:0] current_state, next_state;
localparam READ     = 3'd0;
localparam FIND_C1  = 3'd1;
localparam FIND_C2  = 3'd2;
localparam CHECK    = 3'd3; 
localparam FINISH   = 3'd4;
reg last_find_state;
localparam FROM_C1 = 1'b0;
localparam FROM_C2 = 1'b1;
reg  [5:0] cnt_input;
wire cnt_done = (cnt_input == 6'd39);
reg [3:0] mem_x [0:39];
reg [3:0] mem_y [0:39];
wire [3:0] current_x = mem_x[cnt_input];
wire [3:0] current_y = mem_y[cnt_input];
reg [3:0] scan_x, scan_y;
wire scan_done_row = (scan_x == 4'd15);
wire scan_done_all = (scan_y == 4'd15 && scan_x == 4'd15);  
wire [7:0] coord = {scan_y, scan_x};
reg [3:0] abs_x, abs_y;
reg [8:0] dist_sq;
wire is_inside_scan;
reg [7:0] coordinate1;
reg [7:0] coordinate2;
reg [7:0] best_coord_temp;
wire [3:0] fixed_x = (current_state == FIND_C1) ? coordinate2[3:0] : coordinate1[3:0];
wire [3:0] fixed_y = (current_state == FIND_C1) ? coordinate2[7:4] : coordinate1[7:4];
reg [3:0] dist_x_fixed, dist_y_fixed;
reg [8:0] dist_sq_fixed;
wire is_in_fixed;
reg [5:0] union_sum;
wire [5:0] union_sum_next;
reg [5:0] best_union_sum;
reg [5:0] prev_best_union_sum;
reg change_update; 
always @(posedge CLK) begin
    if (RST)
        current_state <= READ;
    else
        current_state <= next_state;
end
always @(*) begin
    case (current_state)
        READ:    next_state = cnt_done ? FIND_C1 : READ;
        FIND_C1: begin
            if (scan_done_all && cnt_done)
                next_state = CHECK;
            else
                next_state = FIND_C1;
        end
        FIND_C2: begin
            if (scan_done_all && cnt_done)
                next_state = CHECK;
            else
                next_state = FIND_C2;
        end
        CHECK: begin
            if (change_update) begin
                if (last_find_state == FROM_C1)
                    next_state = FIND_C2;
                else
                    next_state = FIND_C1;
            end else
                next_state = FINISH;
        end
        FINISH:  next_state = READ;
        default: next_state = READ;
    endcase
end
always @(posedge CLK) begin
    if (RST) 
        change_update <= 0;
    else if ((current_state == FIND_C1 || current_state == FIND_C2) && 
             (scan_x == 0 && scan_y == 0 && cnt_input == 0)) begin
        change_update <= 0;
    end else if ((current_state == FIND_C1 || current_state == FIND_C2) && 
        cnt_done && (union_sum_next > prev_best_union_sum)) begin
        change_update <= 1;
    end
end
always @(posedge CLK) begin
    if (RST)
        last_find_state <= FROM_C1;
    else if (current_state == FIND_C1 && next_state == CHECK)
        last_find_state <= FROM_C1;
    else if (current_state == FIND_C2 && next_state == CHECK)
        last_find_state <= FROM_C2;
end
always @(posedge CLK) begin
    if (RST) begin
        for (int i=0; i<40; i=i+1) begin
            mem_x[i] <= 0;
            mem_y[i] <= 0;      
        end
    end else if (current_state == READ) begin
        mem_x[cnt_input] <= X;
        mem_y[cnt_input] <= Y;
    end
end
always @(posedge CLK) begin
    if (RST)
        cnt_input <= 0;
    else if (current_state == READ || current_state == FIND_C1 || current_state == FIND_C2) begin
        if (cnt_done)
            cnt_input <= 0;
        else
            cnt_input <= cnt_input + 1;
    end else
        cnt_input <= 0;
end
always @(posedge CLK) begin
    if (RST) begin
        scan_x <= 0;
        scan_y <= 0;
    end else if (current_state == FIND_C1 || current_state == FIND_C2) begin 
        if (scan_done_all && cnt_done) begin  
            scan_x <= 0;
            scan_y <= 0;
        end else if (scan_done_row && cnt_done) begin
            scan_x <= 0;
            scan_y <= scan_y + 1;
        end else if (cnt_done)
            scan_x <= scan_x + 1;
    end else if (current_state == CHECK) begin
        scan_x <= 0;
        scan_y <= 0;
    end
end
always @(*) begin
    abs_x = (current_x > scan_x) ? (current_x - scan_x) : (scan_x - current_x);
    abs_y = (current_y > scan_y) ? (current_y - scan_y) : (scan_y - current_y);
    dist_sq = abs_x * abs_x + abs_y * abs_y;
end
assign is_inside_scan = (dist_sq <= 9'd16);
always @(*) begin
    dist_x_fixed = (current_x > fixed_x) ? (current_x - fixed_x) : (fixed_x - current_x);
    dist_y_fixed = (current_y > fixed_y) ? (current_y - fixed_y) : (fixed_y - current_y);
    dist_sq_fixed = dist_x_fixed * dist_x_fixed + dist_y_fixed * dist_y_fixed;
end
assign is_in_fixed = (dist_sq_fixed <= 9'd16);
wire valid = (is_inside_scan || is_in_fixed);
assign union_sum_next = union_sum + valid;
always @(posedge CLK) begin
    if (RST)
        union_sum <= 0;
    else if (current_state == FIND_C1 || current_state == FIND_C2) begin
        if (cnt_done) 
            union_sum <= 0;
        else
            union_sum <= union_sum_next;   
    end else
        union_sum <= 0;
end
always @(posedge CLK) begin
    if (RST) begin
        best_union_sum <= 0;
        best_coord_temp <= 0;
    end else if (current_state == FIND_C1 || current_state == FIND_C2) begin
        if (scan_x == 0 && scan_y == 0 && cnt_input == 0) begin
            best_union_sum <= 0;
            best_coord_temp <= 0;
        end else if (cnt_done && (union_sum_next > best_union_sum)) begin
            best_union_sum <= union_sum_next;
            best_coord_temp <= coord;
        end
    end
end
always @(posedge CLK) begin
    if (RST) begin
        coordinate1 <= 8'h00; 
        coordinate2 <= 8'h00;
        prev_best_union_sum <= 0;
    end else if (current_state == CHECK) begin
        if (last_find_state == FROM_C1) begin
            if (best_coord_temp != coordinate1) begin
                coordinate1 <= best_coord_temp;
                prev_best_union_sum <= best_union_sum;
            end
        end else begin
            if (best_coord_temp != coordinate2) begin
                coordinate2 <= best_coord_temp;
                prev_best_union_sum <= best_union_sum;
            end
        end
    end
end
always @(posedge CLK) begin
    if (RST) begin
        C1X <= 0; C1Y <= 0;
        C2X <= 0; C2Y <= 0;
    end else if (current_state == FINISH) begin
        C1X <= coordinate1[3:0];
        C1Y <= coordinate1[7:4];
        C2X <= coordinate2[3:0];
        C2Y <= coordinate2[7:4];
    end
end
always @(posedge CLK) begin
    if (RST)
        DONE <= 0;
    else if (current_state == FINISH)
        DONE <= 1;
    else
        DONE <= 0;
end
endmodule
==> Changelog: implementation <==
## Flow update

- DRT iter0 DRCs: 1282
- Max IR drop VDD: 0.06909 mV
- Vias per cell: 5.099
- Most used logic cell in the final layout: edfxtp_1
- # setup viols final: 0
- FP Rows: 112
- Num Clock Sinks: 592
- # Post-CTS Setup Buffers: 0
- 1st-pass router iterations: 5
- Slowest stage cell, crit path: nor2b_1
- Critical path class: register to register
- Avg Synthesized Cell Area: 13.01 um2
- Actual slew at the worst max-slew pin: 1.378 ns
- Final HPWL DP: 51030 um
- Total global-route track usage: 0.1713
- Min cycle time layout: 12.30 ns
- Layout cells sized above 1: 0.1192
- Via count: 17.95k
- FP Util: 0.3043
- Largest net degree at the start of global routing: 95
- Port bufs: 26
- Most frequent CP cell: fa_1
- Initial antenna violation count: 1
- DRC Markers: 0
- DP Worst Slack: 9.927 ns
- Arr. time, crit path: 12.86 ns
- CP Launch Type: register
- Seq share, synth: 0.5952
- Root Driver: clkbuf_16
- Yosys Instances: 2193
- Post_cts resized: 0
- Most common logic cells in the final layout: edfxtp_1, and2_1, nor2_1, mux2i_1, inv_1
- Global route overflow: 0
- Final slew viol count: 0
- First-pass GRT wire length: 117300 um
- Fin Clk Skew: 0.03980 ns
- Detailed Route WL: 77230 um
- Setup TNS: 0 ns
- Mapped Area: 28520 um2
- Hold_buf cts: 0
- Fillers: 8862
- CP max FO: 41
- Chip Height: 310.4 um
- CORE AREA: 93750 um2
- Post-synthesis async set-or-reset flop share: 0
- Ant. Diodes: 0
- H-Tree Depth: 2
- Pwr Density: 93.90 nW/um2
- CP max stage delay: 1.03 ns
- I/O pin count: 27
- Vias in the first global route: 18.49k
- Number of routed nets with antenna violations: 0
- Design area: 32150 um2
- RSZ-0062 raised after global routing: false
- Fin crit share: 0.5565
- Status: complete, no violations
- Final tally of hold violations: 0
- Yosys synthesis chip area: 28520 um2
- Crit end category: register
- Clock transition at the registers of the reported paths: 0.06 ns
- Synth warn: 1
- CTS Buf Count: 59
- WL per Instance: 21.95 um
- Post-route setup slack: 9.801 ns
- Max Clk Rate: 81.31 MHz
- Placed cell count: 3417
- Die X: 310.4 um
- CTS tree: yes
- Worst-Skew Late Latency: 0.62 ns
- Tool warnings: 44
- Gpl congestion: 0.9297
- Final cell count without fillers: 3519
- Dominant flop cell: edfxtp_1
- Post-synthesis register bit count: 592
- Pleak: 0.01158 uW
- Die ar.: 96320 um2
- EDFF count, synth: 512
- Worst hold path class: register to register
- Netlist cell types: 74
- Max-cap viol count: 0
- Layout overhead on the synthesized area: 12.71%
- CP required: 22.66 ns
- Placed inst area: 30330 um2
- Clock buffer depth: 3
- Max_slew headroom: 0.07796
- Synth Instances: 2193
- Tot Pwr: 3019 uW
==> sequential cells by signal, summed over array words and instances, names as in the netlist, 5 cells and up <==
register and count:
cnt_input 6, coordinate1 8, current_state 5, best_coord_temp 8, union_sum 6, mem_x 256, prev_best_union_sum 6, coordinate2 8
mem_y 256, best_union_sum 6
==> where the power goes <==
part	switching, uW	total [uW]	internal (uW)
sequential	13.2	1250	1230
combinational	470	809	339
clock	420	961	541
==> path summary, 6_finish.rpt <==
check,end,from,depth (start not counted),slack [ns]
setup / recovery,best_union_sum[1],cnt_input[2],39,9.80
hold / removal,prev_best_union_sum[3],prev_best_union_sum[3],2,0.46
setup reg to reg,best_union_sum[1],cnt_input[2],39,9.80
hold reg to reg,prev_best_union_sum[3],prev_best_union_sum[3],2,0.46
==> final cells by class <==
class,count,area [um2],share of cell area
Multi-Input combinational cell,1372,10570,0.3289
Timing Repair Buffer,111,865.8,0.02693
Clock inverter,27,265.3,0.008251
Inverter,88,330.3,0.01027
Sequential cell,592,16990,0.5284
Tap cell,1254,1569,0.04881
Clock buffer,75,1556,0.04842
==> cell usage after synthesis, drive strengths merged (25+ instances only) <==
| cell type | instances | area (um2) |
|---|---|---|
| edfxtp | 512 | 15370 |
| and2 | 327 | 2046 |
| xor2 | 29 | 254.0 |
| o21ai | 77 | 385.4 |
| ha | 84 | 1051 |
| mux2 | 39 | 439.2 |
| inv | 88 | 330.3 |
| dfxtp | 80 | 1602 |
| buf | 61 | 347.8 |
| mux2i | 103 | 1031 |
| a21oi | 57 | 285.3 |
| nand2 | 62 | 232.7 |
| a221oi | 67 | 586.8 |
| fa | 30 | 600.6 |
| clkbuf | 80 | 300.3 |
| nor2 | 180 | 678.2 |
| mux4 | 41 | 923.4 |
| o22ai | 25 | 156.4 |
==> routing by layer <==
layer / vias up / global-route usage / wire [um]
met5: - / 0 / 0
met4: 0 / 0.04330 / 2332
met3: 141 / 0.09807 / 10260
met2: 896 / 0.2517 / 34540
met1: 8780 / 0.2234 / 30100
li1: 8128 / - / -
==> kinds of logic (layout without fill, tap and decap cells) <==
kind of cell / after synthesis / count (layout) / share of synthesized area
compound gates: 362 / 362 / 0.08935
xor+xnor: 40 / 40 / 0.01228
fa+ha+maj: 114 / 114 / 0.05790
buf+inv: 229 / 301 / 0.03430
flops: 592 / 592 / 0.5952
mux: 183 / 183 / 0.08391
simple gates: 673 / 673 / 0.1271
==> critical path: cells and delay by family (launching register included) <==
| family | cells | cell delay (ns) |
|---|---|---|
| buffers and inverters | 6 | 1.89 |
| adders and majority gates | 10 | 3.61 |
| AOI/OAI and AO/OA | 12 | 2.76 |
| and+or+nand+nor | 8 | 2.61 |
| xor gates and xnor gates | 2 | 0.52 |
| muxes | 1 | 0.28 |
| DFF | 1 | 0.50 |
==> through the flow <==
stage / hold slack, ns / utilization
2_1_floorplan: 0.4319 / -
3_3_place_gp: 0.4431 / 0.3235
3_5_place_dp: 0.4529 / 0.3235
4_1_cts: 0.4607 / 0.3429
5_1_grt: 0.4885 / 0.3429
6_report: 0.4583 / 0.3429
No activity file was given, so power comes from the tool's default toggle rates.
